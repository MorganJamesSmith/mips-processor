==> flow/design.v <==
module alu_control
  (
   input [5:0] opcode,
   input [5:0] funct,
   output [3:0] op
   );
    reg [3:0]   opreg;
    assign op = opreg;
    always @ (opcode or funct)
    begin
        case(opcode)
          6'b000000:
            begin
                case(funct)
                6'b100000:
                  opreg = 4'b0001;
                6'b100010:
                  opreg = 4'b0010 ;
                6'b011000:
                  opreg = 4'b0011 ;
                6'b011010:
                  opreg = 4'b0100;
                endcase  
            end
        6'b001000:
          opreg = 4'b0001;
        default:
          opreg = 4'b0000;
        endcase  
    end  
endmodule  
module alu
  (
   input [5:0] opcode,
   input [5:0] funct,
   input [31:0]  busA,
   input [31:0]  busB,
   output [31:0] result,
   output        zero,
   input         clk,
   input         rst
   );
    wire [3:0]   op;
    alu_control alu_control(
                            .opcode(opcode),
                            .funct(funct),
                            .op(op));
    reg [31:0]   result_reg;
    assign result = result_reg;
    assign zero = result == 32'd0;
    always @ (op or busA or busB or rst)
    begin
        if(rst)
        begin
            result_reg <= 32'd0;
        end
        else
        begin
            case(op)
            4'b0001:
              result_reg <= busA + busB;
            4'b0010:
              result_reg <= busA - busB;
            4'b0011:
              result_reg <= busA * busB;
            4'b0100:
              result_reg <= busA / busB;
            default:
              result_reg <= busB;
            endcase  
        end
    end  
endmodule  
==> flow/run.sh <==
#!/bin/bash
# OpenROAD 26Q1-2900-gdf79404cd8, Yosys 0.63+post, stock flow scripts
make -C /OpenROAD-flow-scripts/flow DESIGN_CONFIG=/design/flow/config.mk WORK_HOME=/design/flow/orfs finish
==> flow/config.mk <==
export PLATFORM = sky130hd
export DESIGN_NAME = alu
export DESIGN_NICKNAME = alu
export VERILOG_FILES = /design/flow/design.v
export SDC_FILE = /design/flow/constraint.sdc
export NUM_CORES = 4
export LEC_CHECK = 1
export CORE_UTILIZATION = 50
==> flow/constraint.sdc <==
current_design alu

set clk_period 425.7
set clk_io_pct 0.2

create_clock -name clk0 -period $clk_period

set non_clock_inputs [all_inputs -no_clocks]
set_input_delay [expr $clk_period * $clk_io_pct] -clock clk0 $non_clock_inputs
set_output_delay [expr $clk_period * $clk_io_pct] -clock clk0 [all_outputs]
==> summary.txt <==
The layout was made with Yosys and OpenROAD.

The flow ran to the end, and the final reports show no timing, DRC or antenna violations. The script logs the ratio of routed vias to standard cells as 6.29. In the floorplan report the effective utilization is 50.7%.

3 endpoints have no timing constraint. The max-slew violation total from the final report is 0. The post-synthesis to final-layout area growth is 6.18%. The overall die area is 98300 um^2.

Fill cells in the final layout number 9390. The number of antenna violations at the first check in global routing is 22. The global router's overall resource usage is 41.7%. In this run the post-CTS setup repair buffer count came out at 0. The number of gates resized after CTS was 0.

The number of global-route vias before repair was 47.9k. For this sky-water flow run, the detailed-routed wirelength per cell is reported as 24.8 um. The maximum number of pins on one net before global-route repair is 45.

Summing over the stages, the warning tally comes to 38. The setup path with the least slack is of type primary input to output port. The floorplan report gives the top-level pin count as 111. The final count of negative-setup-slack endpoints is 0. Per the OpenROAD floorplan log, the area of the core is 95600 um^2. The count of hold buffers inserted by post-cts repair is 0. For the worst setup path, the data arrival time is 170930 ps.

The final routed DRC violation total is 0. Leaving out buffers and inverters, the combinational logic in the layout accounts for 44900 um^2. The sum of negative setup slack is 0 ps.

The cell that appears most often on the critical path is sky130_fd_sc_hd__ha_1. Each instance of the synthesized netlist takes up on average 7.20 um^2. The number of placement rows is 113. The total power divided by cell area is 7.48 nW/um^2. In the finished design, the share of the clock period the worst path needs comes to 60.2%.

The synthesized chip area reported by yosys is 48500 um^2. The data required time of the worst path is 340560 ps. The delay of the slowest critical-path stage is 870 ps.

Setup repair after global routing left no endpoint under its margin. The die width is 313 um. The net switching share of the total power is 62.1%.

The category of cells accounting for the largest share of critical-path delay is AND-OR/OR-AND gates. Per the GRT congestion report, total overflow comes to 0. Counting every instance in the synthesized netlist gives 6735.

The actual transition at the worst max-transition pin is 1120 ps. The tally of unique sky130hd cells used after synthesis is 110. Counting flops with an async set or reset pin after synthesis yields a share of 0%. The analysis attributes to net switching a power of 0.239 mW. The final HPWL from detailed placement is 156000 um. Summing every instance area after synthesis gives 48500 um^2. STA lists the maximum fanout along the critical path as 44. The register with the most flip-flops in the layout has 3 of them. The first-pass GRT wire length is 299000 um. The category of the worst setup path launch point is a primary input. The commonest register cell is sky130_fd_sc_hd__dlxtn_1. The area occupied by registers is 45.0 um^2.

The internal power is 0.146 mW. After synthesis, the design contains 6735 cells according to Yosys. The post-synth count of flops with an enable pin is 0. The number of maximum-capacitance violations is 0. In the post-route report, total wirelength is listed as 199000 um.

The synthesized flop and latch total is 3. The max-slew check reports its worst relative slack as 25.3%. The antenna violation net count after detailed routing is 0.

The total vias in the final route is 50.4k. The standby leakage power is 24.5 nW. The proportion of layout cells with a drive suffix above 1 is 5.99%.

The class of the tightest hold or removal check is primary input to output port. At the end of the flow the core is filled with cells to 53.9%. The port buffer count is 110. The count of warnings emitted by yosys is 2. Hold-check failures listed in the final report amount to 0. The vertical die dimension reported for this design is 313 um. The worst-case IR drop observed on VDD is 0.0331 mV.

The timing report notes that buffer and inverter cells on the critical path total 25. The final critical path time including I/O delays and setup is 256070 ps. The type of destination of the critical path is an output port.

The first TritonRoute pass finished after 7 iterations. The iteration-0 DRC count of the detailed router is 4372. The weighted congestion reported at the end of routability-driven placement is 1.06. The achievable frequency is 3.91 MHz. The cell with the largest stage delay on the worst path is sky130_fd_sc_hd__o31ai_1. The timer found 3 register pins that no clock reaches; their paths are not timed.
-- metrics by stage --
stage	instances	cell area (um^2)	worst slack (ps)	hold slack (ps)	power (mW)
3_3_place_gp	8006	51500	172140	171680	0.367
5_1_grt	8006	51500	165280	171720	0.426
2_1_floorplan	6735	48500	186880	170500	0.256
6_report	8011	51500	169630	171690	0.385
4_1_cts	8006	51500	171840	171680	0.371
3_5_place_dp	8006	51500	172210	171670	0.366
-- worst min-delay path, delay by kind of cell --
kind	cells	cell delay, ps
buffers and inverters	3	1120
and+or+nand+nor	1	150
AOI/OAI and AO/OA	1	120
-- per-layer routing --
metal,vias to the layer above,global-route usage (%),routed length (um)
li1,23700,-,-
met4,22,15.6,9610
met5,-,0.193,161
met3,526,13.1,23600
met1,23600,58.4,82900
met2,2490,60.9,82800
-- cell type report --
| cell class | instances | share of cell area (%) |
|---|---|---|
| Sequential cell | 3 | 0.0875 |
| Inverter | 663 | 4.83 |
| Tap cell | 1265 | 3.07 |
| Timing Repair Buffer | 289 | 4.75 |
| Antenna cell | 5 | 0.0243 |
| Multi-Input combinational cell | 5786 | 87.2 |
-- synth_stat cells (29+ instances only) --
cell type | count | share of area, %
sky130_fd_sc_hd__a21o_1 | 178 | 2.8
sky130_fd_sc_hd__nand3_1 | 111 | 1.1
sky130_fd_sc_hd__o21ai_0 | 317 | 3.3
sky130_fd_sc_hd__xor2_1 | 174 | 3.1
sky130_fd_sc_hd__a21boi_0 | 30 | 0.46
sky130_fd_sc_hd__o211ai_1 | 74 | 1.1
sky130_fd_sc_hd__nor2_1 | 545 | 4.2
sky130_fd_sc_hd__inv_1 | 659 | 5.1
sky130_fd_sc_hd__mux2_2 | 65 | 1.5
sky130_fd_sc_hd__buf_1 | 37 | 0.29
sky130_fd_sc_hd__nor4_1 | 44 | 0.57
sky130_fd_sc_hd__xnor2_1 | 311 | 5.6
sky130_fd_sc_hd__fa_1 | 409 | 17
sky130_fd_sc_hd__and3_1 | 29 | 0.37
sky130_fd_sc_hd__clkbuf_1 | 219 | 1.7
sky130_fd_sc_hd__o21a_1 | 129 | 2.0
sky130_fd_sc_hd__or2_2 | 53 | 0.68
sky130_fd_sc_hd__ha_1 | 687 | 18
sky130_fd_sc_hd__nand2b_1 | 54 | 0.70
sky130_fd_sc_hd__nor3_1 | 154 | 1.6
sky130_fd_sc_hd__nor2b_1 | 50 | 0.64
sky130_fd_sc_hd__a211oi_1 | 63 | 0.98
sky130_fd_sc_hd__nand4_1 | 61 | 0.79
sky130_fd_sc_hd__a31oi_1 | 90 | 1.2
sky130_fd_sc_hd__o21bai_1 | 41 | 0.63
sky130_fd_sc_hd__and2_1 | 123 | 1.6
sky130_fd_sc_hd__a21oi_1 | 479 | 4.9
sky130_fd_sc_hd__or3_1 | 66 | 0.85
sky130_fd_sc_hd__o31ai_1 | 56 | 0.87
sky130_fd_sc_hd__o22ai_1 | 33 | 0.43
sky130_fd_sc_hd__nand2_1 | 891 | 6.9
-- kinds of logic after synthesis --
kind of cell / count (synthesis) / share of synthesized area (%)
muxes: 91 / 2.05
latches: 3 / 0.0929
adders and majority gates: 1096 / 34.6
and+or+nand+nor: 2277 / 21.8
xor gates and xnor gates: 485 / 8.76
AOI/OAI and AO/OA: 1837 / 25.3
buffers and inverters: 946 / 7.44
-- power groups by stage --
| stage | registers (mW) | logic [mW] | clock network (mW) |
|---|---|---|---|
| after CTS | 0.00000263 | 0.371 | 0 |
| after global routing | 0.00000263 | 0.426 | 0 |
-- worst paths after layout --
kind,startpoint,endpoint,slack [ps],cells after the start
worst min-delay path,busB[15],result[15],171690,5
worst max-delay path,busB[23],zero,169630,289
-- placed cells by master, fill, tap and decap left out, types with 174 or more instances in the layout --
cell and instances:
sky130_fd_sc_hd__o21ai_0 316, sky130_fd_sc_hd__fa_1 409, sky130_fd_sc_hd__a21o_1 178, sky130_fd_sc_hd__a21oi_1 477, sky130_fd_sc_hd__nand2_1 891, sky130_fd_sc_hd__xnor2_1 311
sky130_fd_sc_hd__ha_1 687, sky130_fd_sc_hd__xor2_1 174, sky130_fd_sc_hd__buf_4 179, sky130_fd_sc_hd__nor2_1 543, sky130_fd_sc_hd__inv_1 648
Power figures rest on the tool's default switching activity, not on a simulated workload.
