### flow/design.v
module register_file
  (
   input         write_enable,
   input [4:0]   write_register,
   input [31:0]  busW,
   input [4:0]   RS,
   input [4:0]   RT,
   output [31:0] busA,
   output [31:0] busB,
   input         rst,
   input         clk
   );
    integer      i;
    reg [31:0]   registers[4:0];
    reg [31:0]   busA_reg;
    reg [31:0]   busB_reg;
    assign busA = busA_reg;
    assign busB = busB_reg;
    always @ (RS or RT or rst)
    begin
        if(rst)
        begin
            busA_reg <= 32'b0;
            busB_reg <= 32'b0;
        end
        else
        begin
            busA_reg = registers[RS];
            busB_reg = registers[RT];
        end
    end  
    always@(posedge clk)
    begin
        if(rst)
        begin
            for(i = 0; i < 32; i++)
              registers[i] <= 32'b0;
        end
        else
        begin
            if(write_enable)
            begin
                if (write_register !== 0)
                  registers[write_register] <= busW;
            end
        end
    end  
endmodule  
### flow/run.sh
#!/bin/bash
# OpenROAD 26Q1-2900-gdf79404cd8, Yosys 0.63+post, stock flow scripts
make -C /OpenROAD-flow-scripts/flow DESIGN_CONFIG=/design/flow/config.mk WORK_HOME=/design/flow/orfs finish
### flow/config.mk
export PLATFORM = sky130hd
export DESIGN_NAME = register_file
export DESIGN_NICKNAME = register_file
export VERILOG_FILES = /design/flow/design.v
export SDC_FILE = /design/flow/constraint.sdc
export NUM_CORES = 4
export LEC_CHECK = 1
export CORE_UTILIZATION = 50
### flow/constraint.sdc
current_design register_file

set clk_period 7.8
set clk_io_pct 0.2

create_clock -name clk0 -period $clk_period [get_ports {clk}]

set non_clock_inputs [all_inputs -no_clocks]
set_input_delay [expr $clk_period * $clk_io_pct] -clock clk0 $non_clock_inputs
set_output_delay [expr $clk_period * $clk_io_pct] -clock clk0 [all_outputs]
==> CHANGELOG.md <==
### Implementation results

- Die span in y: 166.4 µm
- Area grow syn2layout: 18.23%
- CP delay by family, top: buffers and inverters
- Site row count: 59
- Clock Tree Buf Depth: 3
- Hold Crit Endpoint: registers[5][28]
- Critical Path RT: 6.24 ns
- Worst path max stage delay: 0.56 ns
- Final global-route overflow total: 0
- Antenna viol nets, final: 0
- CP dominant cell by count: buf_4
- Worst hold slack: 1.837 ns
- Post-Synthesis Cells: 862
- Post-Route WL: 34.58 mm
- Via/cell ratio: 5.983
- Min-delay src: busW[28]
- Power density over the cells: 214.5 mW/mm²
- Final Max Slew Viols: 0
- CP startpoint kind: input port
- Worst Setup End Kind: output port
- Max VDD drop: 0.0002093 V
- Fmax achieved: 0.1835 GHz
- #FFs+latches synth: 256
- DR WL/cell: 26.22 µm
- Fin Setup TNS: 0 ns
- Main logic family: multiplexers
- Simple Share, Synth: 0.1440
- P_leak: 5.664 nW
- Clock sinks: 256
- Initial antenna violation count: 0
- Cycle use final: 0.6988
- Routed vias: 7891
- Root Buffer: clkbuf_16
- Crit Path Category: input port to output port
- Total CTS buffers: 28
- Top cells by area: edfxtp_1 (57%), mux4_2 (21%), and2_1 (12%)
- Adders+Majority by Area: 0
- Arr. time, crit path: 3.89 ns
- YS chip area: 0.01351 mm²
- Final hold viol count: 0
- Slowest CP cell: mux4_2
- Cell depth of the worst setup path: 6
- Final HPWL DP: 19.76 mm
- Top Registers: registers (256)
- Synth warnings: 1
- CTS tree: built
- Synthesized cell area: 0.01351 mm²
- Worst min path class: input port to flop
- Number of global-route vias before repair: 8838
- Iteration-0 DRC Markers: 455
- # hold bufs at CTS: 0
- CP Cell Sequence: buf_4 > buf_4 > mux4_2 > mux2i_1 > nor2_1 > clkdlybuf4s50_1
- CP bufs+invs: 3
- FFs w/ async S/R, synth: 0
- Clock-pin slew on the worst setup and hold paths: 0.06 ns
- Headroom to the max-slew limit: 0.4434
- Router iterations before antenna repair: 15
- Pwr Total: 3.427 mW
- H-tree levels: 1
- Diode count: 0
- Die Area: 0.02769 mm²
- Number of fill cells in the layout: 1856
- Worst-path fanout max: 25
- Max FFs per register: 256
- Final setup fails: 0
- Fp util: 0.5141
- Logic cell area: 0.005624 mm²
- Main synth FF type: edfxtp_1
- RSZ-0062 raised after global routing: false
- Die X: 166.4 µm
- Worst slew pin tran: 0.8326 ns
- Fin util: 0.6079
- Share of layout cells above drive strength 1: 0.2276
- First-pass GRT wire length: 52.76 mm
- Post-synth cell types: 22
- Post-CTS Setup Bufs: 0
- Mapped Avg Cell Area: 15.67 µm²
- XOR-XNOR Cells, Area Fraction: 0
- Core area: 0.02628 mm²
- Pin count of the biggest net entering global routing: 50
- WHS Path Cells: 2
- IO Count: 114
- Mux share: 0.2608
- Largest Register: registers
- Post-Synth AOI/OAI Area: 0.004445
- Synth area leader: edfxtp_1
- Status: finished clean
- Number of remaining DRC errors: 0
- Minimum clock period after layout: 5.451 ns
- Tally of OpenROAD warnings: 30
- Register area: 0.007687 mm²
- I/O Buffers: 109
- Synth Seq Share: 0.5689
- Top-area cell type share of the netlist area: 0.5689
- Post-CTS sizing: 0
- Cell total in the yosys stat output: 862
- Top cells by count: and2_1 (256), edfxtp_1 (256), mux4_2 (128), nor2_1 (70), mux2i_1 (64)
- GRT Total Usage: 0.2899
- Max_cap viols: 0
- RePlAce Congestion: 0.8386
- EDFF count, synth: 256
-- kinds of logic (layout without fill, tap and decap cells) --
logic type | after synthesis | count (layout)
buf+inv | 69 | 191
flops | 256 | 256
simple gates | 337 | 337
mux | 192 | 192
compound gates | 8 | 8
-- how the worst max path moves through the flow --
stage                  from  endpoint  slack (ns)
after CTS             RT[1]   busB[1]        2.28
after global routing  RT[1]   busB[1]        2.18
final                 RT[1]   busB[1]        2.35
-- stage by stage --
stage / setup WS [ns] / area, µm² / cells
finish: 2.349 / 15980 / 1319
global route: 2.176 / 15980 / 1319
CTS: 2.276 / 15980 / 1319
detailed placement: 2.275 / 15030 / 1269
global placement: 2.295 / 15030 / 1269
floorplan: 2.184 / 13510 / 862
-- cell type report --
cell class | instances | area share
clock buffer | 33 | 0.04637
clock inverter | 17 | 0.01292
inverter | 1 | 0.0002350
multi-input combinational | 537 | 0.3521
sequential | 256 | 0.4812
tap | 335 | 0.02624
timing repair buffer | 140 | 0.08098
-- power by group --
group	internal (mW)	switching [mW]
combinational	0.233	0.191
clock	0.837	0.513
sequential	1.61	0.0439
total	2.68	0.748
-- per-layer routing --
metal | share of wire | track usage
met5 | 0 | 0
met2 | 0.53 | 0.4755
met3 | 0.14 | 0.1605
met4 | 0.021 | 0.05636
met1 | 0.31 | 0.3560
-- cells in the final DEF, fill, tap and decap left out, types with 5 or more instances in the layout --
cell             synthesis  layout
and2_1                 256     256
clkdlybuf4s50_1          0     102
clkinv_2                 0       6
buf_4                    2      33
clkbuf_16                0      29
buf_2                   15       5
bufinv_16                0       5
clkinv_1                 0       5
nor2_2                   0       6
edfxtp_1               256     256
o21bai_4                 0       5
mux4_2                 128     128
mux2i_1                 64      64
nor2_1                  70      64
Power is estimated from default activity; no workload was simulated.
